<file path="/design/flow/design.v">
`timescale 1ns / 1ps
module find_the_white(
    input clock,
    input mouse_left_click,
    input [6:0] x, y,
    output reg [15:0] oled_data = 0
    );
    reg[95:0] r2 = 96'b011111101111110111111011001101100000110001111110110011011111100000111101100000011011111101111110;
    reg[95:0] r3 = 96'b011111101111110111111011001101100000110001111110110011011111100001111101100000011011111101111110;
    reg[95:0] r4 = 96'b000001100011000001100011001101100000110000000110110011000110000011101101100001111000110000000110;
    reg[95:0] r5 = 96'b000001100011000001100011001101100000110000000110110011000110000011001101100001111000110000000110;
    reg[95:0] r6 = 96'b011111100011000001100011111101101110110001111110111111000110000011001101100110011000110000011110;
    reg[95:0] r7 = 96'b011111100011000001100011111101101110110001111110111111000110000011001101100110011000110000011110;
    reg[95:0] r8 = 96'b000001100011000001100011001100111111100000000110110011000110000011001101111000011000110000000110;
    reg[95:0] r9 = 96'b000001100011000001100011001100111111100000000110110011000110000011101101111000011000110000000110;
    reg[95:0] r10 = 96'b011111100011000111111011001100011011000001111110110011000110000001111101100000011011111100000110;
    reg[95:0] r11 = 96'b011111100011000111111011001100011011000001111110110011000110000000111101100000011011111100000110;
    reg[95:0] r15 = 96'b000000000000000111100000000011110000011111111111111111111111000001111100000000000000000011111000;
    reg[95:0] r16 = 96'b000000000000000111100000000011110000011111111111111111111111000001111100000000000000000011111000;
    reg[95:0] r17 = 96'b000000000000000111100000000111110000011111111111111111111111000001111100000000000000000011111000;
    reg[95:0] r18 = 96'b000000000000000111100000000111110000011111111111111111111111000001111100000000000000000011111000;
    reg[95:0] r19 = 96'b000000000000000111100000001111110000000000000011111000000000000000111110000000000000000111110000;
    reg[95:0] r20 = 96'b000000000000000111100000001111110000000000000011111000000000000000111110000000000000000111110000;
    reg[95:0] r21 = 96'b000000000000000111100000011111110000000000000011111000000000000000011110000000000000000111100000;
    reg[95:0] r22 = 96'b000000000000000111100000011111110000000000000011111000000000000000011110000000000000000111100000;
    reg[95:0] r23 = 96'b000000000000000111100000111111110000000000000011111000000000000000011111000000000000001111100000;
    reg[95:0] r24 = 96'b000000000000000111100000111111110000000000000011111000000000000000011111000000000000001111100000;
    reg[95:0] r25 = 96'b000000000000000111100001111111110000000000000011111000000000000000001111000000000000001111000000;
    reg[95:0] r26 = 96'b000000000000000111100001111111110000000000000011111000000000000000001111000000000000001111000000;
    reg[95:0] r27 = 96'b000000000000000111100011111011110000000000000011111000000000000000001111100000000000011111000000;
    reg[95:0] r28 = 96'b000000000000000111100011111011110000000000000011111000000000000000001111100001111000011111000000;
    reg[95:0] r29 = 96'b000000000000000111100111110011110000000000000011111000000000000000000111100001111000011110000000;
    reg[95:0] r30 = 96'b000000000000000111100111110011110000000000000011111000000000000000000111100001111000011110000000;
    reg[95:0] r31 = 96'b000000000000000111101111100011110000000000000011111000000000000000000111110001111000111110000000;
    reg[95:0] r32 = 96'b000000000000000111101111100011110000000000000011111000000000000000000111110011111100111110000000;
    reg[95:0] r33 = 96'b000000000000000111111111000011110000000000000011111000000000000000000011111111111111111100000000;
    reg[95:0] r34 = 96'b000000000000000111111111000011110000000000000011111000000000000000000011111111111111111100000000;
    reg[95:0] r35 = 96'b000000000000000111111110000011110000000000000011111000000000000000000011111111111111111100000000;
    reg[95:0] r36 = 96'b000000000000000111111110000011110000000000000011111000000000000000000011111111111111111100000000;
    reg[95:0] r37 = 96'b000000000000000111111100000011110000000000000011111000000000000000000001111111111111111000000000;
    reg[95:0] r38 = 96'b000000000000000111111100000011110000000000000011111000000000000000000001111111111111111000000000;
    reg[95:0] r39 = 96'b000000000000000111111000000011110000000000000011111000000000000000000001111111111111111000000000;
    reg[95:0] r40 = 96'b000000000000000111111000000011110000011111111111111111111111000000000001111111001111111000000000;
    reg[95:0] r41 = 96'b000000000000000111110000000011110000011111111111111111111111000000000000111111001111110000000000;
    reg[95:0] r42 = 96'b000000000000000111110000000011110000011111111111111111111111000000000000111111001111110000000000;
    reg[95:0] r43 = 96'b000000000000000111100000000011110000011111111111111111111111000000000000111111001111110000000000;
    reg [15:0] color_hex = 0;
    always @(posedge clock)
    begin
        color_hex <= mouse_left_click ? color_hex + 1 : color_hex ;
        if ((y == 2 && r2[x]==1) || (y == 3 && r3[x]==1) || (y == 4 && r4[x]==1) || (y == 5 && r5[x]==1)
         || (y == 6 && r6[x]==1) || (y == 7 && r7[x]==1) || (y == 8 && r8[x]==1) || (y == 9 && r9[x]==1)
         || (y == 10 && r10[x]==1) || (y == 11 && r11[x]==1))
        begin
            oled_data <= 16'hffff;
        end
        else
        begin
            if (color_hex <= 16'hffff && color_hex >= 16'hfdef)
            begin
                if ((y == 15 && r15[x]==1) || (y == 16 && r16[x]==1) || (y == 17 && r17[x]==1) 
                || (y == 18 && r18[x]==1) || (y == 19 && r19[x]==1) || (y == 20 && r20[x]==1) 
                || (y == 21 && r21[x]==1) || (y == 22 && r22[x]==1) || (y == 23 && r23[x]==1) 
                || (y == 24 && r24[x]==1) || (y == 25 && r25[x]==1) || (y == 26 && r26[x]==1) 
                || (y == 27 && r27[x]==1) || (y == 28 && r28[x]==1) || (y == 29 && r29[x]==1) 
                || (y == 30 && r30[x]==1) || (y == 31 && r31[x]==1) || (y == 32 && r32[x]==1) 
                || (y == 33 && r33[x]==1) || (y == 34 && r34[x]==1) || (y == 35 && r35[x]==1) 
                || (y == 36 && r36[x]==1) || (y == 37 && r37[x]==1) || (y == 38 && r38[x]==1) 
                || (y == 39 && r39[x]==1) || (y == 40 && r40[x]==1) || (y == 41 && r41[x]==1) 
                || (y == 42 && r42[x]==1) || (y == 43 && r43[x]==1))
                begin
                    oled_data <= 0;
                end
                else 
                begin
                    oled_data <= 16'hffff;
                end
            end
            else
            begin
                oled_data <= color_hex;              
            end
        end
    end
endmodule
</file>
<file path="/design/flow/run.sh">
#!/bin/bash
# OpenROAD 26Q1-2900-gdf79404cd8, Yosys 0.63+post, stock flow scripts
make -C /OpenROAD-flow-scripts/flow DESIGN_CONFIG=/design/flow/config.mk WORK_HOME=/design/flow/orfs finish
</file>
<file path="/design/flow/config.mk">
export PLATFORM = sky130hd
export DESIGN_NAME = find_the_white
export DESIGN_NICKNAME = find_the_white
export VERILOG_FILES = /design/flow/design.v
export SDC_FILE = /design/flow/constraint.sdc
export NUM_CORES = 4
export LEC_CHECK = 1
export CORE_UTILIZATION = 40
</file>
<file path="/design/flow/constraint.sdc">
current_design find_the_white

set clk_period 4.0
set clk_io_pct 0.2

create_clock -name clk0 -period $clk_period [get_ports {clock}]

set non_clock_inputs [all_inputs -no_clocks]
set_input_delay [expr $clk_period * $clk_io_pct] -clock clk0 $non_clock_inputs
set_output_delay [expr $clk_period * $clk_io_pct] -clock clk0 [all_outputs]
</file>
==> impl_metrics.py <==
# Physical implementation metrics
metrics = {
    "status": {
        "status": "complete, no violations",
    },
    "clock_network": {
        "postCtsSetupRepairBufs": 0,
        "clock-sinks": 32,
        "clk_path_buf_depth": 2,
        "clk-insertion-delay-late_ps": 280,
        "holdBufCountCts": 0,
        "cts_inserted_buffers": 5,
        "clk_pin_slew_worst_paths_ps": 60,
        "post_cts_resized": 0,
        "cts_tree": "built",
        "root_buffer": "clkbuf_8",
        "cts-htree-levels": 2,
    },
    "die": {
        "dieHeight_um": 93.3,
        "io_pins": 32,
        "row_count": 32,
        "core_area_um2": 7890,
        "initCoreUtil": 0.423,
        "die_x_um": 93.3,
        "die-area_um2": 8700,
    },
    "critical_path": {
        "crit_type": "input pin to register",
        "cp-end-kind": "register",
        "critPathMaxFanout": 16,
        "crit_path_start_kind": "input pin",
        "arrival_ps": 3740,
        "crit_required_ps": 4140,
    },
    "finish": {
        "nFillCells": 754,
        "layout-drive-gt1-share": 0.105,
        "synthToLayoutAreaGrowth_pct": 16.2,
        "fin_util": 0.491,
    },
    "drt": {
        "insertedDiodeCount": 0,
        "ant_nets": 0,
        "drtPass1Iterations": 5,
        "wl_um": 10900,
        "wl_per_cell_um": 19.2,
        "drc": 0,
        "drt_iter0_markers": 435,
        "num_vias": 3592,
        "via_per_inst": 6.31,
    },
    "grt": {
        "grt_pass1_vias": 3326,
        "grt_pass1_wl_um": 17300,
        "overflow": 0,
        "grt_max_degree": 54,
        "antenna_found_initial": 0,
        "track_usage": 0.263,
    },
    "final_timing": {
        "fin_skew_ps": 4.79,
        "tns_ps": 0,
        "worst_pin_slew_ps": 761,
        "rsz0062_at_grt": "no",
        "period_used_share": 0.901,
        "max_freq_mhz": 278,
        "hold_viol_final": 0,
        "maxSlewViolCount": 0,
        "finalSetupViolCount": 0,
        "period_needed_ps": 3600,
        "relSlewSlack": 0.491,
    },
    "yosys": {
        "async_reset_ff_frac": 0,
        "yosys_warnings": 1,
        "postSynthSeqShare": 0.240,
        "yosys_area_um2": 3330,
        "ys_seq_elements": 32,
        "ys.flop_type": "edfxtp_1",
        "syn-cell-area_um2": 3330,
        "synthCells": 445,
        "syn_avg_cell_area_um2": 7.49,
        "synth_cell_types": 70,
        "edf_count": 16,
        "ys_cells": 445,
    },
    "power_and_ir_drop": {
        "power.density_nw_per_um2": 255,
        "peakVddDrop_mv": 0.208,
        "leakage_nw": 1.46,
    },
    "placement": {
        "hpwlAfterDp_um": 8010,
        "gp_congestion": 0.979,
        "portBuffers": 31,
    },
    "job": {
        "warnings": 32,
        "drv_cap": 0,
    },
    "min_path": {
        "hold_path_class": "register to register",
    },
}
==> layout by cell type (no fill, tap or decap), drive strengths merged, types with 3 or more instances in the layout <==
master          n
a21o            4
a311o           3
nor2b           7
a22oi           4
a21oi          22
dfxtp          16
xnor2          10
ha             10
xor2            7
a41oi           3
inv            11
or2             4
o31ai           3
a221oi          4
nor3           13
nor4            4
o211ai          8
nand3b          4
o21ai          24
nand3          24
o221a           3
a311oi          3
nor3b           5
or4b            3
nor2           29
nand2b         20
clkdlybuf4s50  30
nand2          58
nand4           7
o21bai          3
or4             3
a211oi         13
and2            6
o2111ai         4
edfxtp         16
clkbuf          6
buf            25
a31oi          11
==> synthesized netlist by cell type (all sizes together) (3+ instances only) <==
library cell  instances  area share
a22oi                 4      0.0090
nor2                 29       0.033
o211ai                8       0.018
o221a                 3       0.010
clkbuf               18       0.020
a21oi                22       0.036
a211oi               13       0.029
nand3b                4      0.0090
nand2                58       0.065
nor3                 13       0.020
xnor2                10       0.026
dfxtp                16       0.096
o21bai                3      0.0068
nand2b               20       0.038
nand3                24       0.036
o2111ai               4       0.011
buf                  23       0.038
a31oi                11       0.021
o21ai                24       0.036
o31ai                 3      0.0068
and2                  6       0.011
nor2b                 7       0.013
inv                  11       0.012
a311oi                3      0.0079
a41oi                 3      0.0079
or4b                  3       0.010
or2                   4      0.0075
nand4                 7       0.013
a221oi                4       0.011
xor2                  7       0.018
nor3b                 5       0.011
a311o                 3      0.0090
or4                   3      0.0068
a21o                  4      0.0090
edfxtp               16        0.14
ha                   10       0.038
nor4                  4      0.0094
==> final timing paths <==
check / cells after the start / from / slack (ps) / end
setup / recovery: 11 / x[1] / 400 / oled_data[10]
hold / removal: 2 / color_hex[15] / 540 / oled_data[15]
setup reg to reg: 10 / color_hex[0] / 1710 / oled_data[14]
hold reg to reg: 2 / color_hex[15] / 540 / oled_data[15]
==> power breakdown <==
| group | total, mW | internal [mW] | switching [mW] |
|---|---|---|---|
| clock | 0.296 | 0.185 | 0.112 |
| combinational | 0.297 | 0.128 | 0.169 |
| sequential | 0.396 | 0.376 | 0.0204 |
==> routing by layer <==
metal / part of all wire / up-vias / track usage / wire length, um
li1: - / 1691 / - / -
met3: 0.098 / 34 / 0.0596 / 1070
met5: 0 / - / 0 / 0
met1: 0.44 / 1651 / 0.407 / 4850
met4: 0.039 / 0 / 0.0987 / 420
met2: 0.42 / 216 / 0.362 / 4570
==> stage by stage <==
stage	std cells	setup slack [ps]	hold WS, ps	instance area [um2]	power, mW
6_report	569	397	539	3870	0.989
5_1_grt	569	134	580	3870	1.04
4_1_cts	569	427	538	3870	0.988
3_5_place_dp	561	152	518	3770	0.692
3_3_place_gp	561	115	520	3770	0.698
2_1_floorplan	445	807	473	3330	0.575
==> state kept, by name, indices dropped and copies added (netlist names) <==
name / count
color_hex: 16
oled_data: 16
==> critical path: stages <==
cell and delay, ps:
clkdlybuf4s50_1 450, buf_4 200, ha_1 360, nor2_1 330
o2bb2ai_1 90, o21ai_0 390, o211ai_1 160, nor4_1 290
nor4_1 130, a21oi_4 430, nand2_1 100
==> kinds of logic (layout without fill, tap and decap cells) <==
family / after synthesis / in the layout / share of synthesized area
AOI/OAI and AO/OA: 129 / 129 / 0.274
xor gates and xnor gates: 17 / 17 / 0.0447
adders and majority gates: 10 / 10 / 0.0375
buffers and inverters: 53 / 75 / 0.0717
DFF: 32 / 32 / 0.240
muxes: 4 / 4 / 0.0128
and+or+nand+nor: 200 / 200 / 0.319
==> area by class of cell <==
cell class | count | area [um2] | area share
multi-input cells | 360 | 2290 | 0.592
flip-flops and latches | 32 | 801 | 0.207
repair buffers | 55 | 498 | 0.129
well taps | 102 | 128 | 0.0329
clock buffers | 6 | 72.6 | 0.0187
inverters | 12 | 45.0 | 0.0116
clock inverters | 2 | 35.0 | 0.00904
Power is estimated from default activity; no workload was simulated.
