===== flow/config.mk =====
export PLATFORM = sky130hd
export DESIGN_NAME = audio_logic
export DESIGN_NICKNAME = audio_logic
export VERILOG_FILES = /design/flow/design.v
export SDC_FILE = /design/flow/constraint.sdc
export NUM_CORES = 4
export LEC_CHECK = 1
export CORE_UTILIZATION = 30

===== flow/constraint.sdc =====
current_design audio_logic

set clk_period 31.8
set clk_io_pct 0.2

create_clock -name clk0 -period $clk_period [get_ports {clk100M}]

set non_clock_inputs [all_inputs -no_clocks]
set_input_delay [expr $clk_period * $clk_io_pct] -clock clk0 $non_clock_inputs
set_output_delay [expr $clk_period * $clk_io_pct] -clock clk0 [all_outputs]

===== flow/design.v =====
`timescale 1ns / 1ps
module audio_group_task(
    input clk100M, clk200, 
    input valid, 
    input [3:0] valid_number, 
    output [11:0] audio_out
    );
    wire [31:0] sound_duration = valid_number * 10_000_000;
    wire sound_on;
    wire [11:0] signal_200;
    beep_200Hz signal_200Hz(clk200, signal_200);
    timer_duration beep_timer(valid, clk100M, sound_duration, sound_on);
    assign audio_out = (sound_on == 1) ? signal_200 : 0;
endmodule
`timescale 1ns / 1ps
module audio_individual_improvement(
    input clk100M,
    input [11:0] keys_pressed,
    output reg [11:0] output_signal = 0
    );
    reg [3:0] number_of_keys = 0;
    always @ (keys_pressed) begin
        number_of_keys = 0;
        if (keys_pressed[11] == 1)
            number_of_keys = number_of_keys + 1;
        if (keys_pressed[10] == 1)
            number_of_keys = number_of_keys + 1;
        if (keys_pressed[9] == 1)
            number_of_keys = number_of_keys + 1;
        if (keys_pressed[8] == 1)
            number_of_keys = number_of_keys + 1;
        if (keys_pressed[7] == 1)
            number_of_keys = number_of_keys + 1;
        if (keys_pressed[6] == 1)
            number_of_keys = number_of_keys + 1;
        if (keys_pressed[5] == 1)
            number_of_keys = number_of_keys + 1;
        if (keys_pressed[4] == 1)
            number_of_keys = number_of_keys + 1;
        if (keys_pressed[3] == 1)
            number_of_keys = number_of_keys + 1;
        if (keys_pressed[2] == 1)
            number_of_keys = number_of_keys + 1;
        if (keys_pressed[1] == 1)
            number_of_keys = number_of_keys + 1;
        if (keys_pressed[0] == 1)
            number_of_keys = number_of_keys + 1;
    end
    wire [11:0] keyboard_signal;
    keyboard keyboard(clk100M, keys_pressed, keyboard_signal);
    always @ (keys_pressed) begin
        case (number_of_keys)
            0 : output_signal <= 0;
            1 : output_signal <= 60 * keyboard_signal;
            2 : output_signal <= 30 * keyboard_signal;
            3 : output_signal <= 20 * keyboard_signal;
            4 : output_signal <= 15 * keyboard_signal;
            5 : output_signal <= 12 * keyboard_signal;
            6 : output_signal <= 10 * keyboard_signal;
            7 : output_signal <= 8 * keyboard_signal;
            8 : output_signal <= 7 * keyboard_signal;
            9 : output_signal <= 6 * keyboard_signal;
            10 : output_signal <= 6 * keyboard_signal;
            11 : output_signal <= 5 * keyboard_signal;
            12 : output_signal <= 5 * keyboard_signal;
            default : output_signal <= 0;
        endcase
    end
endmodule
`timescale 1ns / 1ps
module audio_individual_task(
    input clk100M, clk200, clk400,
    input pushbutton,
    input switch,
    output [11:0] audio_out
    );
    wire [11:0] signal_200;
    wire [11:0] signal_400;
    wire [11:0] signal_out;
    wire start;
    wire sound_on;
    button_sensor button(clk100M, pushbutton, start);
    timer_duration timer_1s(start, clk100M, 100_000_000, sound_on);
    beep_200Hz signal_200Hz(clk200, signal_200);
    beep_400Hz signal_400Hz(clk400, signal_400);
    assign signal_out = (switch == 1) ? signal_200 : signal_400;
    assign audio_out = (sound_on == 1) ? signal_out : 0;
endmodule
`timescale 1ns / 1ps
module audio_logic(
    input clk100M, clk200, clk400,
    input pushbutton,
    input [15:0] sw,
    input valid,
    input [3:0] valid_number,
    output [11:0] audio_out
    );
    wire [11:0] keys_pressed = sw[13:2];
    wire [11:0] individual_task_out;
    wire [11:0] group_task_out;
    wire [11:0] individual_improvement_out;
    assign audio_out = (sw[1] == 1) ? individual_improvement_out : (valid == 1) ? group_task_out : individual_task_out;
    audio_individual_task individual_task(clk100M, clk200, clk400, pushbutton, sw[0], individual_task_out);
    audio_group_task group_task(clk100M, clk200, valid, valid_number, group_task_out);
    audio_individual_improvement individual_improvement(clk100M, keys_pressed, individual_improvement_out);
endmodule
`timescale 1ns / 1ps
module beep_200Hz(
    input clock,
    output reg [11:0] signal
    );
    always @ (clock) begin
        signal = (clock == 1) ? 12'hFFF : 0;
    end
endmodule
`timescale 1ns / 1ps
module beep_400Hz(
    input clock,
    output reg [11:0] signal
    );
    always @ (clock) begin
        signal = (clock == 1) ? 12'h800 : 0;
    end
endmodule
`timescale 1ns / 1ps
module button_sensor(
    input clk100M,
    input pushbutton,
    output reg signal = 0
    );
    reg [15:0] ignore_limit = 10_000;
    reg [15:0] ignore_count = 0;
    always @ (posedge clk100M) begin
        if (pushbutton !== signal) begin
            if(ignore_count < ignore_limit)
                ignore_count <= ignore_count + 1;
            else begin
                ignore_count <= 0;
                signal <= pushbutton;
            end
        end
        else 
            ignore_count = 0;
    end
endmodule
`timescale 1ns / 1ps
module clock_freq(
    input clock,
    input [31:0] limit,
    output reg signal = 0
    );
    reg [31:0] count = 1;
    always @ (posedge clock) begin
        count = (count == limit) ? 1 : count + 1;
        signal = (count == 1) ? ~signal : signal;
    end
endmodule
`timescale 1ns / 1ps
module keyboard(
    input clk100M,
    input [11:0] keys_pressed,
    output reg [11:0] sound_signal = 0
    );
    wire clk_C;
    clock_freq clock_C(clk100M, 1400, clk_C);
    wire [11:0] signal_C;
    note C(clk_C, signal_C);
    wire clk_CS;
    clock_freq clock_CS(clk100M, 1322, clk_CS);
    wire [11:0] signal_CS;
    note CS(clk_CS, signal_CS);
    wire clk_D;
    clock_freq clock_D(clk100M, 1247, clk_D);
    wire [11:0] signal_D;
    note D(clk_D, signal_D);
    wire clk_DS;
    clock_freq clock_DS(clk100M, 1177, clk_DS);
    wire [11:0] signal_DS;
    note DS(clk_DS, signal_DS);
    wire clk_E;
    clock_freq clock_E(clk100M, 1111, clk_E);
    wire [11:0] signal_E;
    note E(clk_E, signal_E);
    wire clk_F;
    clock_freq clock_F(clk100M, 1049, clk_F);
    wire [11:0] signal_F;
    note F(clk_F, signal_F);
    wire clk_FS;
    clock_freq clock_FS(clk100M, 990, clk_FS);
    wire [11:0] signal_FS;
    note FS(clk_FS, signal_FS);
    wire clk_G;
    clock_freq clock_G(clk100M, 934, clk_G);
    wire [11:0] signal_G;
    note G(clk_G, signal_G);
    wire clk_GS;
    clock_freq clock_GS(clk100M, 882, clk_GS);
    wire [11:0] signal_GS;
    note GS(clk_GS, signal_GS);
    wire clk_A;
    clock_freq clock_A(clk100M, 833, clk_A);
    wire [11:0] signal_A;
    note A(clk_A, signal_A);
    wire clk_AS;
    clock_freq clock_AS(clk100M, 786, clk_AS);
    wire [11:0] signal_AS;
    note AS(clk_AS, signal_AS);
    wire clk_B;
    clock_freq clock_B(clk100M, 742, clk_B);
    wire [11:0] signal_B;
    note B(clk_B, signal_B);
    always @ (keys_pressed) begin
        sound_signal = 0;
        if (keys_pressed[11] == 1)
            sound_signal = sound_signal + signal_C;
        if (keys_pressed[10] == 1)
            sound_signal = sound_signal + signal_CS;
        if (keys_pressed[9] == 1)
            sound_signal = sound_signal + signal_D;
        if (keys_pressed[8] == 1)
            sound_signal = sound_signal + signal_DS;
        if (keys_pressed[7] == 1)
            sound_signal = sound_signal + signal_E;
        if (keys_pressed[6] == 1)
            sound_signal = sound_signal + signal_F;
        if (keys_pressed[5] == 1)
            sound_signal = sound_signal + signal_FS;
        if (keys_pressed[4] == 1)
            sound_signal = sound_signal + signal_G;
        if (keys_pressed[3] == 1)
            sound_signal = sound_signal + signal_GS;
        if (keys_pressed[2] == 1)
            sound_signal = sound_signal + signal_A;
        if (keys_pressed[1] == 1)
            sound_signal = sound_signal + signal_AS;
        if (keys_pressed[0] == 1)
            sound_signal = sound_signal + signal_B;
    end
endmodule
`timescale 1ns / 1ps
module note(
    input clk,
    output reg [11:0] signal = 0
    );
    reg count_up = 1;
    always @ (posedge clk) begin
        if (signal == 0) 
            count_up = 1;
        if (signal == 68)
            count_up = 0;
        signal = (count_up == 1) ? signal + 1 : signal - 1;
    end
endmodule
`timescale 1ns / 1ps
module timer_duration(
    input start,
    input clk100M,
    input [31:0] limit,
    output reg signal = 0
    );
    reg [31:0] count = 0;
    reg button_state = 0;
    always @ (posedge clk100M) begin
        if(button_state == 0) begin
            if(start == 1) begin
                signal <= 1;
                count <= 0;
            end
        end
        if(signal == 1) begin
            if(count == limit) begin
                count <= 0;
                signal <= 0;
            end
            else
                count = count + 1;
        end
        button_state <= start;
    end
endmodule

===== flow/run.sh =====
#!/bin/bash
# OpenROAD 26Q1-2900-gdf79404cd8, Yosys 0.63+post, stock flow scripts
make -C /OpenROAD-flow-scripts/flow DESIGN_CONFIG=/design/flow/config.mk WORK_HOME=/design/flow/orfs finish

==> results.sh <==
# implementation run metrics
export IMPL_cts_setup_buffers=0
export IMPL_io_pins=37
export IMPL_cp_top_family="AND-OR/OR-AND gates"
export IMPL_drt_total_wl_um=88300
export IMPL_maxSlewViolCount=0
export IMPL_powerDensity_mw_per_mm2=45.2
export IMPL_fin_setup_tns_ps=0
export IMPL_ys_types=96
export IMPL_final_cell_mix="dfxtp_1 (559), nor2_1 (521), xnor2_1 (507)"
export IMPL_cp_num_buf_inv=8
export IMPL_r2r_slack_ps=27970
export IMPL_hp_class="reg2reg"
export IMPL_place_ws_ps=2240
export IMPL_edf_count=77
export IMPL_ys_flops=637
export IMPL_unconstrained_endpoints=156
export IMPL_status="complete, no violations"
export IMPL_cts_hold_buf=0
export IMPL_worst_pin_slew_ps=932
export IMPL_unclocked_regs=156
export IMPL_cpPeakStageDelay_ps=790
export IMPL_area_growth_pct=10.6
export IMPL_grt_pass1_vias=31000
export IMPL_die_h_um=377
export IMPL_core_area_mm2=0.140
export IMPL_cts_tree="built"
export IMPL_crit_start="sw[13]"
export IMPL_period_used=0.937
export IMPL_synth_cellmix_simpleShare=0.222
export IMPL_portBuffers=34
export IMPL_required_ps=25440
export IMPL_maxCapViolations=0
export IMPL_cts_max_level=2
export IMPL_hold_viol_final=0
export IMPL_rows=137
export IMPL_max_freq_mhz=33.6
export IMPL_drtIter0Drc=1547
export IMPL_finalHoldWorstSlack_ps=434
export IMPL_leakagePower_nw=18.4
export IMPL_layout_top_cell="dfxtp_1"
export IMPL_reg2regPathDepth=11
export IMPL_muxShareOfSynthArea=0.0114
export IMPL_ys_sh_aoi=0.124
export IMPL_rsz0062_at_grt="false"
export IMPL_cts_inserted_buffers=58
export IMPL_min_path_cells=1
export IMPL_place_inst=6762
export IMPL_logic_family="simple AND/OR/NAND/NOR gates"
export IMPL_warnings=47
export IMPL_async_reset_ff_frac=0
export IMPL_vias=33000
export IMPL_dieArea_mm2=0.142
export IMPL_final_antenna_net_count=0
export IMPL_die_w_um=377
export IMPL_postSynthSeqShare=0.320
export IMPL_cts_resized=0
export IMPL_cts_max_path_buffers=3
export IMPL_drive_gt1_frac=0.0425
export IMPL_slowest_stage="clkdlybuf4s50_1"
export IMPL_fillCellCount=14100
export IMPL_r2r_start="individual_improvement.keyboard.clock_CS.count[0]$_DFF_P_"
export IMPL_path_class="in2out"
export IMPL_synthXorXnorAreaFrac=0.162
export IMPL_layout_cells_non_filler=6869
export IMPL_worstHoldStart="individual_improvement.keyboard.clock_D.count[0]$_DFF_P_"
export IMPL_avgSynthCellArea_um2=8.59
export IMPL_synthFlopType="dfxtp_1"
export IMPL_syn_area_mm2=0.0422
export IMPL_holdPathEnd="individual_improvement.keyboard.clock_D.count[0]$_DFF_P_"
export IMPL_layout_setup_ws_ps=2010
export IMPL_end_kind="primary output"
export IMPL_vias_per_cell=4.81
export IMPL_worstSkewPairLatency_ps=650
export IMPL_cp_start_kind="primary input"
export IMPL_dp_hpwl_um=67800
export IMPL_path_max_fanout=15
export IMPL_grt_use_total=0.128
export IMPL_drc_errors=0
export IMPL_fin_skew_ps=20.6
export IMPL_fin_crit_ps=29790
export IMPL_ys_cells=4915
export IMPL_grt_overflow_total=0
export IMPL_peakVddDrop_uv=37.9
export IMPL_drtPass1Iterations=6
export IMPL_setup_viol_count_final=0
export IMPL_cp_common_cell="ha_1"
export IMPL_fp_util=0.302
export IMPL_grt_pass1_wl_um=151000
export IMPL_grt_antenna_before_repair=3
export IMPL_cp_arrival_ps=23430
export IMPL_grt_start_max_net_pins=35
export IMPL_clkTransAtPathRegs_ps=60
export IMPL_syn_inst=4915
export IMPL_synth_warnings=8
export IMPL_routedWlPerCell_um=12.9
export IMPL_finalWeightedCongestion=0.930
export IMPL_synthAdderAreaFrac=0.126
export IMPL_reg2reg_to="individual_improvement.keyboard.clock_CS.signal$_DFFE_PN_"
export IMPL_ctsRootBufferMaster="clkbuf_16"
export IMPL_maxSlewHeadroom=0.371
export IMPL_yosys_area_mm2=0.0422
export IMPL_diodes=0
export IMPL_totalPowerFinal_w=0.00211
[through the flow]
step	area (µm²)	util
global placement	44800	0.321
finish	46700	0.334
floorplan	42200	-
detailed placement	44800	0.321
CTS	46700	0.334
global route	46700	0.334
[cells in the mapped netlist, drive strengths merged (8+ instances only)]
| cell | number | area share |
|---|---|---|
| xor2 | 237 | 0.050 |
| nor2 | 524 | 0.047 |
| nand2 | 351 | 0.031 |
| mux2 | 31 | 0.0083 |
| nor4b | 21 | 0.0044 |
| or3 | 23 | 0.0034 |
| o31ai | 13 | 0.0023 |
| clkbuf | 79 | 0.0070 |
| xnor2 | 512 | 0.11 |
| fa | 46 | 0.022 |
| o211ai | 9 | 0.0016 |
| a22oi | 13 | 0.0023 |
| inv | 292 | 0.026 |
| dfxtp | 560 | 0.27 |
| a31oi | 42 | 0.0062 |
| mux2i | 13 | 0.0031 |
| nand4 | 105 | 0.016 |
| or2 | 16 | 0.0024 |
| nor3b | 8 | 0.0014 |
| nor3 | 122 | 0.015 |
| nor4 | 127 | 0.019 |
| o21bai | 75 | 0.013 |
| edfxtp | 77 | 0.055 |
| a21o | 70 | 0.012 |
| a21oi | 235 | 0.028 |
| o22ai | 13 | 0.0019 |
| a211oi | 20 | 0.0036 |
| o21a | 47 | 0.0084 |
| and3 | 112 | 0.017 |
| a32oi | 8 | 0.0017 |
| ha | 351 | 0.10 |
| nand2b | 47 | 0.0070 |
| or4 | 18 | 0.0032 |
| nor2b | 55 | 0.0082 |
| nand3b | 10 | 0.0018 |
| buf | 17 | 0.0020 |
| a221oi | 12 | 0.0026 |
| and4 | 27 | 0.0056 |
| nand3 | 260 | 0.031 |
| and2 | 30 | 0.0045 |
| o21ai | 163 | 0.019 |
[logic make-up (layout without fill, tap and decap cells)]
family | Yosys count | after routing
compound gates | 813 | 813
flops | 637 | 637
mux | 44 | 44
buf+inv | 389 | 466
other cells | 1 | 2
simple gates | 1878 | 1878
xor+xnor | 756 | 756
fa+ha+maj | 397 | 397
[power breakdown]
part	internal [W]	switching, W
clock network	0.000377	0.000275
logic	0.000348	0.000449
registers	0.000639	0.0000184
total	0.00136	0.000743
[area by class of cell]
class | instances | area [µm²] | area share
multi-input cells | 3890 | 27200 | 0.584
well taps | 1876 | 2350 | 0.0503
repair buffers | 66 | 581 | 0.0124
inverters | 293 | 1100 | 0.0236
clock inverters | 34 | 305 | 0.00654
flip-flops and latches | 637 | 13500 | 0.290
clock buffers | 73 | 1580 | 0.0338
[how the worst max path moves through the flow]
stage / to / slack, ps / cells past startpoint
5_1_grt: audio_out[11] / 890 / 76
6_report: audio_out[11] / 2010 / 76
4_1_cts: audio_out[11] / 2160 / 76
[metal layers]
layer / routed length, µm / track usage / vias to the layer above
met5: 42 / 0 / -
met4: 1690 / 0.0225 / 6
met1: 45200 / 0.195 / 15000
li1: - / - / 17500
met3: 3370 / 0.0174 / 104
met2: 38000 / 0.197 / 414
