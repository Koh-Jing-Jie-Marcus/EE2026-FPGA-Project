`design/flow/config.mk`:
```
export PLATFORM = sky130hd
export DESIGN_NAME = oled_mouse_ctrl
export DESIGN_NICKNAME = oled_mouse_ctrl
export VERILOG_FILES = /design/flow/design.v
export SDC_FILE = /design/flow/constraint.sdc
export NUM_CORES = 4
export LEC_CHECK = 1
export CORE_UTILIZATION = 50
```
`design/flow/constraint.sdc`:
```
current_design oled_mouse_ctrl

set clk_period 4.0
set clk_io_pct 0.2

create_clock -name clk0 -period $clk_period [get_ports {clock}]

set non_clock_inputs [all_inputs -no_clocks]
set_input_delay [expr $clk_period * $clk_io_pct] -clock clk0 $non_clock_inputs
set_output_delay [expr $clk_period * $clk_io_pct] -clock clk0 [all_outputs]
```
`design/flow/design.v`:
```
`timescale 1ns / 1ps
module oled_mouse_ctrl(
    input clock,
    input sw4,
    input left, middle,
    input [6:0] x, y, x_scale_pos, y_scale_pos,
    output reg [15:0] oled_data = 0
    );
    reg cursor = 0;
    reg [6:0] x_lower = 0;
    reg [6:0] y_lower = 0;
    parameter [1:0] cursor_size = 3;
    reg [15:0] counter = 0;
    reg[95:0] r2 = 96'b011111101111110111111011001101100000110001111110110011011111100000111101100000011011111101111110;
    reg[95:0] r3 = 96'b011111101111110111111011001101100000110001111110110011011111100001111101100000011011111101111110;
    reg[95:0] r4 = 96'b000001100011000001100011001101100000110000000110110011000110000011101101100001111000110000000110;
    reg[95:0] r5 = 96'b000001100011000001100011001101100000110000000110110011000110000011001101100001111000110000000110;
    reg[95:0] r6 = 96'b011111100011000001100011111101101110110001111110111111000110000011001101100110011000110000011110;
    reg[95:0] r7 = 96'b011111100011000001100011111101101110110001111110111111000110000011001101100110011000110000011110;
    reg[95:0] r8 = 96'b000001100011000001100011001100111111100000000110110011000110000011001101111000011000110000000110;
    reg[95:0] r9 = 96'b000001100011000001100011001100111111100000000110110011000110000011101101111000011000110000000110;
    reg[95:0] r10 = 96'b011111100011000111111011001100011011000001111110110011000110000001111101100000011011111100000110;
    reg[95:0] r11 = 96'b011111100011000111111011001100011011000001111110110011000110000000111101100000011011111100000110;
    reg[95:0] r15 = 96'b000000000000000111100000000011110000011111111111111111111111000001111100000000000000000011111000;
    reg[95:0] r16 = 96'b000000000000000111100000000011110000011111111111111111111111000001111100000000000000000011111000;
    reg[95:0] r17 = 96'b000000000000000111100000000111110000011111111111111111111111000001111100000000000000000011111000;
    reg[95:0] r18 = 96'b000000000000000111100000000111110000011111111111111111111111000001111100000000000000000011111000;
    reg[95:0] r19 = 96'b000000000000000111100000001111110000000000000011111000000000000000111110000000000000000111110000;
    reg[95:0] r20 = 96'b000000000000000111100000001111110000000000000011111000000000000000111110000000000000000111110000;
    reg[95:0] r21 = 96'b000000000000000111100000011111110000000000000011111000000000000000011110000000000000000111100000;
    reg[95:0] r22 = 96'b000000000000000111100000011111110000000000000011111000000000000000011110000000000000000111100000;
    reg[95:0] r23 = 96'b000000000000000111100000111111110000000000000011111000000000000000011111000000000000001111100000;
    reg[95:0] r24 = 96'b000000000000000111100000111111110000000000000011111000000000000000011111000000000000001111100000;
    reg[95:0] r25 = 96'b000000000000000111100001111111110000000000000011111000000000000000001111000000000000001111000000;
    reg[95:0] r26 = 96'b000000000000000111100001111111110000000000000011111000000000000000001111000000000000001111000000;
    reg[95:0] r27 = 96'b000000000000000111100011111011110000000000000011111000000000000000001111100000000000011111000000;
    reg[95:0] r28 = 96'b000000000000000111100011111011110000000000000011111000000000000000001111100001111000011111000000;
    reg[95:0] r29 = 96'b000000000000000111100111110011110000000000000011111000000000000000000111100001111000011110000000;
    reg[95:0] r30 = 96'b000000000000000111100111110011110000000000000011111000000000000000000111100001111000011110000000;
    reg[95:0] r31 = 96'b000000000000000111101111100011110000000000000011111000000000000000000111110001111000111110000000;
    reg[95:0] r32 = 96'b000000000000000111101111100011110000000000000011111000000000000000000111110011111100111110000000;
    reg[95:0] r33 = 96'b000000000000000111111111000011110000000000000011111000000000000000000011111111111111111100000000;
    reg[95:0] r34 = 96'b000000000000000111111111000011110000000000000011111000000000000000000011111111111111111100000000;
    reg[95:0] r35 = 96'b000000000000000111111110000011110000000000000011111000000000000000000011111111111111111100000000;
    reg[95:0] r36 = 96'b000000000000000111111110000011110000000000000011111000000000000000000011111111111111111100000000;
    reg[95:0] r37 = 96'b000000000000000111111100000011110000000000000011111000000000000000000001111111111111111000000000;
    reg[95:0] r38 = 96'b000000000000000111111100000011110000000000000011111000000000000000000001111111111111111000000000;
    reg[95:0] r39 = 96'b000000000000000111111000000011110000000000000011111000000000000000000001111111111111111000000000;
    reg[95:0] r40 = 96'b000000000000000111111000000011110000011111111111111111111111000000000001111111001111111000000000;
    reg[95:0] r41 = 96'b000000000000000111110000000011110000011111111111111111111111000000000000111111001111110000000000;
    reg[95:0] r42 = 96'b000000000000000111110000000011110000011111111111111111111111000000000000111111001111110000000000;
    reg[95:0] r43 = 96'b000000000000000111100000000011110000011111111111111111111111000000000000111111001111110000000000;
    always @(posedge clock)
    begin
        if (sw4 == 1)
        begin
            counter <= left ? counter + 1 : counter ;
            if ((y == 2 && r2[x]==1) || (y == 3 && r3[x]==1) || (y == 4 && r4[x]==1) || (y == 5 && r5[x]==1) || (y == 6 && r6[x]==1) || (y == 7 && r7[x]==1) || (y == 8 && r8[x]==1) || (y == 9 && r9[x]==1) || (y == 10 && r10[x]==1) || (y == 11 && r11[x]==1))
            begin
                oled_data <= 16'hffff;
            end
            else
            begin
                if (counter <= 16'hffff && counter >= 16'hfdef)
                begin
                    if ((y == 15 && r15[x]==1) || (y == 16 && r16[x]==1) || (y == 17 && r17[x]==1) || (y == 18 && r18[x]==1) || (y == 19 && r19[x]==1) || (y == 20 && r20[x]==1) || (y == 21 && r21[x]==1) || (y == 22 && r22[x]==1) || (y == 23 && r23[x]==1) || (y == 24 && r24[x]==1) || (y == 25 && r25[x]==1) || (y == 26 && r26[x]==1) || (y == 27 && r27[x]==1) || (y == 28 && r28[x]==1) || (y == 29 && r29[x]==1) || (y == 30 && r30[x]==1) || (y == 31 && r31[x]==1) || (y == 32 && r32[x]==1) || (y == 33 && r33[x]==1) || (y == 34 && r34[x]==1) || (y == 35 && r35[x]==1) || (y == 36 && r36[x]==1) || (y == 37 && r37[x]==1) || (y == 38 && r38[x]==1) || (y == 39 && r39[x]==1) || (y == 40 && r40[x]==1) || (y == 41 && r41[x]==1) || (y == 42 && r42[x]==1) || (y == 43 && r43[x]==1))
                    begin
                        oled_data <= 0;
                    end
                    else 
                    begin
                        oled_data <= 16'hffff;
                    end
                end
                else
                begin
                    oled_data <= counter;              
                end
            end
        end
        else
        begin
            cursor = (middle)? ~cursor : cursor;
            x_lower = (x_scale_pos + cursor_size > 95) ? 92 : x_scale_pos;
            y_lower = (y_scale_pos + cursor_size > 63) ? 60 : y_scale_pos;
            if (cursor == 0)
            begin
                if (x == x_scale_pos && y == y_scale_pos)
                begin
                    oled_data <= 16'hF800;
                end 
                else
                begin
                    oled_data <= 0;
                end 
            end
            else
            begin
                if (x >= x_lower && x <= x_lower + cursor_size && y >= y_lower && y <= y_lower + cursor_size)
                begin
                    oled_data <= 16'h043F;
                end
                else
                begin
                    oled_data <= 0;
                end
            end
        end
    end
endmodule
```
`design/flow/run.sh`:
```
#!/bin/bash
# OpenROAD 26Q1-2900-gdf79404cd8, Yosys 0.63+post, stock flow scripts
make -C /OpenROAD-flow-scripts/flow DESIGN_CONFIG=/design/flow/config.mk WORK_HOME=/design/flow/orfs finish
```
==> run notes <==
yosys + openroad results -> chip area line of the yosys report 4500 sq um, metal3 WL between 1000 and 1500 um, # IOs 48, vias ~4.8k, n_diodes 0, area of the multi-input gates 3340 sq um, Synth Register Bits 33, layout cell share with drive strength beyond 1 about an eighth, top sig layer met4, sequential share of power 35.9%, Area growth syn-to-layout 18.4%, top cells by area edfxtp_1 11%, ha_1 11%, dfxtp_1 7.1%, Crit Path Max Fanout 11, met2 routed WL 6010 um, dpl ws -160 ps, TritonCTS clock tree done, clock network power share between 20% and 30%, Post-DRT Antenna Nets 0, final worst slack 232 ps, Die W 96.8 um, relative max-transition margin 50.6%, reg2reg setup slack between 1500 and 2000 ps, critical path arrival about 3900 ps, CP endpoint kind flop, PortBufs roughly 47, Late-Pin Clk Latency 280 ps, reg-to-reg startpoint counter[0], TritonCTS buffer count 5, GRT Resource Usage Total 30.0%, maximum root-to-sink buffer count 2, fin crit period 3770 ps, vias in the first global route 4,513, Synth area leader edfxtp_1, Int Power 0.699 mW, GR Overflow Total 0, worst-case reg-to-reg path depth 9, Pwr Density 202 nW/um^2, hold-fix buffers at CTS 0, Synth Warn # 1, Net Sw Frac 35.1%, detail-routed via count per cell between 6 and 7, Power Total 1.08 mW, Final Hold Vio Count 0, Yosys Instances just under 600, DP Wirelength 10,700 um, tool warning count 35, Layout fillers slightly below 800, register area 831 sq um, Synth async-reset ratio 0%, DR pass1 iterations 5, Lkg Pwr just over 2 nW, Worst-Margin Slew 742 ps, worst clock skew 3.73 ps, mean post-synth cell area roughly 7.6 sq um, hold path cells 2, drt initial violations 306, critical path class input pin to flop, Core Region 8720 sq um, gp weighted congestion 0.992, M1 WL 6330 um, # resized after CTS 0, Syn Std Cell Area 4500 sq um, global-route wire length before repair 22,400 um, peak supply drop 0.134 mV, detailed-route wire length 13,900 um, DR DRC count 0, fin util 61.0%, Die Size 9370 sq um, Die Y 96.8 um, CTS root buffer clkbuf_8, max cap viols 0, Hold EP oled_data[9], FP Util 51.5%, final setup violating endpoints 0, RSZ-0062 raised after global routing no, largest net degree at the start of global routing 45, Dominant flop cell edfxtp_1, Comb pwr share between 40% and 50%, hold_ws 577 ps, htree depth 2, Hold Crit Start counter[9], post-CTS setup buffers 0, Data required, critical path 4140 ps, critical path launch point type input pin, count of library flops with an enable pin 17, Synth Instances 595, Reg2Reg Capture Point oled_data[2], clk sinks 33, Yosys cell types about 77, Core Rows 34, Largest type area fraction 11.4%, Seq/Total Area, Yosys between 10% and 20%, Psw 0.377 mW, Peak Freq 0.265 GHz, Hold Path Class flop to flop, setup_tns 0 ps, crit share post-route 94.2%, Max Slew Vio Count 0, status complete, no violations, initial antenna violation count 0, Reg clk slew, reported paths roughly 60 ps, WL/cell around 18 um
## metal layers
layer | GRT usage, % | vias to the layer above
met5 | 0 | -
met4 | 8.84 | 0
met3 | 4.56 | 40
met2 | 45.7 | 237
met1 | 45.0 | 2194
li1 | - | 2337
## logic make-up after synthesis
logic type	synth area share, %
AOI/OAI and AO/OA	28.7
xor gates and xnor gates	7.60
adders and majority gates	11.1
and+or+nand+nor	25.5
buffers and inverters	7.40
other	0.0834
DFF	18.5
muxes	1.11
## placed cells by master (no fill, tap or decap), types with 20 or more instances in the layout
master            n
nand2_1          53
a21oi_1          53
clkdlybuf4s50_1  45
buf_4            45
nor2_1           40
ha_1             40
o21ai_0          38
xnor2_1          23
nand3_1          21
inv_1            20
## sequential cells by signal, indices dropped and copies added (netlist names)
| signal | cells |
|---|---|
| counter | 16 |
| oled_data | 16 |
| cursor | 1 |
## how the worst max path moves through the flow
stage              start           end  slack (ps)  cells past startpoint
4_1_cts   x_scale_pos[4]  oled_data[1]         120                     16
5_1_grt   y_scale_pos[0]  oled_data[4]          10                     14
6_report            x[0]  oled_data[2]         230                     12
## cell usage after synthesis, types with 4 or more instances
cell / number
a21oi_1: 53
nand2_1: 53
nor2_1: 41
ha_1: 40
o21ai_0: 39
xnor2_1: 23
nand3_1: 21
inv_1: 20
edfxtp_1: 17
nor2b_1: 17
buf_2: 16
dfxtp_1: 16
xor2_1: 16
clkbuf_1: 14
nand2b_1: 13
nor3_1: 13
a31oi_1: 12
a211oi_1: 11
nand4_1: 10
o211ai_1: 10
or2_2: 8
and2_1: 7
nor4_1: 7
o22ai_1: 7
o31ai_1: 6
a41oi_1: 5
and3_1: 5
buf_6: 5
mux2i_1: 5
o21a_1: 5
o221ai_1: 5
a21boi_0: 4
nor3b_1: 4
or3b_2: 4
## power by group through the flow
stage	logic (mW)	clock network (mW)	registers, mW
CTS	0.452	0.234	0.387
global route	0.505	0.255	0.388
finish	0.459	0.230	0.387
## area by class of cell
class	count	area share, %
flip-flops and latches	33	15.6
repair buffers	95	16.1
inverters	21	1.48
well taps	108	2.54
clock buffers	5	1.29
multi-input cells	498	62.7
clock inverters	3	0.235
## through the flow
stage               area [sq um]  cells
finish                      5320    763
global route                5320    763
floorplan                   4500    595
global placement            5240    755
CTS                         5320    763
detailed placement          5240    755
## critical path, stage by stage
cell and delay, ps:
clkdlybuf4s50_1 430, inv_1 170, ha_1 480, buf_4 230, inv_1 50, a221oi_1 350, o221ai_1 160, o311ai_0 130
a31oi_1 120, and4b_1 350, a21boi_2 480, a21oi_1 130
Power is estimated from default activity; no workload was simulated.
